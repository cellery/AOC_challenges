===== config.mk =====
export PLATFORM = sky130hd
export DESIGN_NAME = sfifo
export DESIGN_NICKNAME = sfifo
export VERILOG_FILES = /design/flow/design.v
export SDC_FILE = /design/flow/constraint.sdc
export NUM_CORES = 4
export LEC_CHECK = 1
export CORE_UTILIZATION = 40

===== constraint.sdc =====
current_design sfifo

set clk_period 26.9
set clk_io_pct 0.2

create_clock -name clk0 -period $clk_period [get_ports {clk}]

set non_clock_inputs [all_inputs -no_clocks]
set_input_delay [expr $clk_period * $clk_io_pct] -clock clk0 $non_clock_inputs
set_output_delay [expr $clk_period * $clk_io_pct] -clock clk0 [all_outputs]

===== design.v =====
module sfifo #(
  parameter DWIDTH = 64,
  parameter DEPTH = 16,
  parameter AFULL = 1
) (
  input  logic clk,
  input  logic rst_n,
  input  logic [DWIDTH-1:0] din,
  input  logic wr_en,
  output logic [DWIDTH-1:0] dout,
  input  logic rd_en,
  output logic full,
  output logic afull,
  output logic empty
);
  if (AFULL >= DEPTH) begin
        $fatal(1, "FATAL Error: Parameter AFULL (%0d) must be less than DEPTH (%0d) %m", AFULL, DEPTH);
    end
  logic [DWIDTH-1:0]      fifo    [DEPTH];
  logic [$clog2(DEPTH):0] wr_addr;
  logic [$clog2(DEPTH):0] wr_addr_afull;
  logic [$clog2(DEPTH):0] rd_addr;
  logic [$clog2(DEPTH):0] occ;
  assign empty = wr_addr                    == rd_addr;
  assign full  = wr_addr[$clog2(DEPTH)]     != rd_addr[$clog2(DEPTH)] &&
                 wr_addr[$clog2(DEPTH)-1:0] == rd_addr[$clog2(DEPTH)-1:0];
  assign occ = (wr_addr < rd_addr) ? (DEPTH*2 + wr_addr) - rd_addr : wr_addr - rd_addr;
  assign afull = DEPTH - occ <= AFULL;
  always_ff @(posedge clk) begin
    wr_addr <= ~full || rd_en ? wr_addr + {{$clog2(DEPTH)-1{1'b0}}, wr_en} : wr_addr;
    rd_addr <= ~empty         ? rd_addr + {{$clog2(DEPTH)-1{1'b0}}, rd_en} : rd_addr;
    if(~rst_n) begin
      wr_addr <= '0;
      rd_addr <= '0;
    end
  end
  assign dout = fifo[rd_addr[$clog2(DEPTH)-1:0]];
  always @(posedge clk) begin
    if(wr_en & ~full) fifo[wr_addr[$clog2(DEPTH)-1:0]] <= din;
  end
endmodule

===== run.sh =====
#!/bin/bash
# OpenROAD 26Q1-2900-gdf79404cd8, Yosys 0.63+post, stock flow scripts
make -C /OpenROAD-flow-scripts/flow DESIGN_CONFIG=/design/flow/config.mk WORK_HOME=/design/flow/orfs finish

==> flow_summary.ini <==
; generated from flow reports
[power]
p_switching_mw = 0.787
p_per_area_nw_per_um2 = 80.0
seqPwrFrac_pct = 50.0
leakagePower_nw = 13.9
irDropWorstVdd_mv = 0.0545
p_int_mw = 2.84
combPwrFrac_pct = 11.7
p_sw_share_pct = 21.7
p_clk_share_pct = 38.3

[flow_run]
maxCapViolCount = 0
warning_count = 27

[finish]
layout-drive-gt1-share_pct = 23.8
syn_to_final_growth_pct = 16.2
fin_util_pct = 46.9

[sta]
finalSetupViolations = 0
fin_skew_ns = 0.0254
fmax_ghz = 0.102
post-route-period-util_pct = 36.6
rsz0062_at_grt = no
tightest_slew_ns = 0.855
tns_ns = 0
fin_crit_ns = 9.84
hold_viol_final = 0
timing.hold.ws_ns = 0.571
max_slew_margin_pct = 43.0
maxSlewViolCount = 0

[hold_path]
hp-class = reg2reg
worstHoldPathCells = 2

[clock_tree]
cts_buffers = 104
max-clock-path-buffers = 3
cts_root_buffer = clkbuf_16
clkSlewWorstSetupHoldPaths_ns = 0.06
postCtsHoldBufs = 0
cts_tree = yes
cts_resized = 0
clk_latency_ns = 0.67
cts_setup_buffers = 0
cts_sinks = 1038
htreeDepth = 3

[logic_synthesis]
syn_inst = 1665
synth_cell_types = 37
avgSynthCellArea_sq_um = 23.5
yosysSeqAreaShare_pct = 79.4
yosys_warnings = 1
yosys-stat-cells = 1665
ys.flops = 1038
syn_area_sq_um = 39100
yosys_area_sq_um = 39100

[critical_path]
path_common_cell = buf_4
worstRegToRegCells = 8
worst-path-buf-inv = 4
crit_required_ns = 21.52
critPathCaptureType = output port
worstSetupPathType = reg2out
crit_fanout = 53
worst_setup_path_start_kind = register
cpPeakStageDelay_ns = 0.74
cp_slowest_cell = buf_4
crit_chain = buf_4 > buf_4 > buf_4 > mux4_2 > a22oi_1 > nand2_1 > clkdlybuf4s50_1
arrival_ns = 4.46
crit_cells = 7
path_delay_family = buffers and inverters

[die]
die-area_sq_um = 98900
core_area_sq_um = 96700
num_rows = 114
ios = 135
die_y_microns = 315
die_w_microns = 315
fp_util_pct = 40.4

[route]
dr.first_iter.drc_count = 938
totalWireLength_mm = 88.3
ant_nets = 0
vias_per_cell = 5.60
wl_per_cell_microns = 27.5
dr.pass1.iters = 5
vias = 18000
drc = 0

[placement]
dp_hpwl_mm = 42.0
place.gp.congestion = 0.751
port-buffer-count = 134

[global_routing]
antenna_found_initial = 12
grt_pass1_vias = 20500
grt_pass1_wl_mm = 130
grt-ovfl-total = 0
grtUsageTotal_pct = 20.2
grt_max_degree = 83

[status]
outcome = finished clean
[area by class of cell]
type                       instances  area (sq um)
tap                             1276          1600
fill                            7760         51300
clock buffer                     123          2720
timing repair buffer             177          1760
clock inverter                    55           536
antenna                            2          5.00
inverter                           7          26.3
sequential                      1038         31000
multi-input combinational        533          7700
[worst paths after layout]
check | startpoint | slack [ns] | to
max | register | 17.06 | dout[44]
min | rd_addr[0] | 0.57 | register
max reg2reg | wr_addr[0] | 22.44 | fifo[13][48]
min reg2reg | rd_addr[0] | 0.57 | register
[power groups by stage]
stage	Clock [mW]	Sequential (mW)	Combinational, mW
after CTS	1.42	1.82	0.437
after global routing	1.48	1.82	0.464
final	1.39	1.82	0.424
[state kept, by name (all words and copies together), names as in the netlist, named ones only]
name / cells
wr_addr: 5
rd_addr: 5
fifo: 1024
[worst register-to-register path, cell delays in order, from the launching register on]
cell      delay (ns)
dfxtp_1         0.54
inv_1           0.13
ha_1            0.38
nand4_1         0.35
o21ai_1         0.28
nand3b_1        0.46
nor2_4          0.70
buf_4           0.69
buf_4           0.54
[synthesized netlist by cell type, drive strengths merged]
| cell | instances | share of area (%) |
|---|---|---|
| or3 | 2 | 0.032 |
| or4b | 1 | 0.026 |
| nand2 | 69 | 0.66 |
| o2bb2ai | 1 | 0.022 |
| nand2b | 2 | 0.032 |
| xor2 | 2 | 0.045 |
| inv | 7 | 0.067 |
| clkbuf | 39 | 0.37 |
| nor3 | 8 | 0.12 |
| dfxtp | 14 | 0.72 |
| fa | 1 | 0.051 |
| a21oi | 1 | 0.013 |
| edfxtp | 1024 | 79 |
| o31ai | 1 | 0.019 |
| nand3b | 1 | 0.019 |
| nor2b | 6 | 0.096 |
| o21a | 2 | 0.038 |
| nor4 | 3 | 0.048 |
| mux4 | 256 | 15 |
| and2 | 5 | 0.080 |
| a22oi | 128 | 2.5 |
| nand4 | 3 | 0.048 |
| buf | 48 | 0.75 |
| xnor2 | 4 | 0.090 |
| o211ai | 1 | 0.019 |
| nor2 | 13 | 0.12 |
| mux2i | 5 | 0.13 |
| mux2 | 2 | 0.058 |
| ha | 9 | 0.29 |
| o21ai | 3 | 0.038 |
| o2111ai | 2 | 0.045 |
| nand3 | 2 | 0.026 |
[metrics by stage]
| stage | total power, mW | instance area [sq um] | setup slack [ns] | cells |
|---|---|---|---|---|
| final | 3.63 | 45400 | 17.06 | 3211 |
| after global routing | 3.77 | 45400 | 16.75 | 3209 |
| after CTS | 3.67 | 45400 | 16.93 | 3209 |
| after detailed placement | 2.29 | 42100 | 17.64 | 3031 |
| after global placement | 2.28 | 42100 | 17.67 | 3031 |
| after floorplan | 2.13 | 39100 | 14.62 | 1665 |
[cells in the final DEF, fill, tap and decap left out, types with 10 or more instances in the layout]
| cell type | count |
|---|---|
| clkdlybuf4s50_1 | 134 |
| nand2_1 | 69 |
| dfxtp_1 | 12 |
| clkbuf_16 | 106 |
| clkinv_2 | 13 |
| a22oi_1 | 128 |
| nor2_4 | 10 |
| bufinv_16 | 10 |
| clkinv_1 | 25 |
| mux4_2 | 256 |
| buf_4 | 35 |
| clkbuf_1 | 17 |
| edfxtp_1 | 1024 |
[routing by layer]
metal / up-vias / wire (microns) / global-route usage [%]
li1: 7547 / - / -
met1: 8982 / 28800 / 24.5
met2: 1288 / 41400 / 28.9
met3: 147 / 16200 / 17.3
met4: 20 / 1820 / 3.35
met5: - / 111 / 0.193
[cell families (layout without fill, tap and decap cells)]
kind of cell    Yosys count  in the layout  share of synthesized area [%]
compound gates          139            139                           2.65
xor+xnor                  6              6                          0.135
fa+ha+maj                10             10                          0.339
buf+inv                  94            362                           1.19
flops                  1038           1038                           79.4
mux                     263            263                           14.9
other cells               0              2                              0
simple gates            115            115                           1.31
Power is estimated from default activity; no workload was simulated.
